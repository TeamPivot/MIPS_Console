### /design/flow/run.sh
#!/bin/bash
# OpenROAD 26Q1-2900-gdf79404cd8, Yosys 0.63+post, stock flow scripts
make -C /OpenROAD-flow-scripts/flow DESIGN_CONFIG=/design/flow/config.mk WORK_HOME=/design/flow/orfs finish
### /design/flow/constraint.sdc
current_design CPU

set clk_period 11.5
set clk_io_pct 0.2

create_clock -name clk0 -period $clk_period [get_ports {clk}]

set non_clock_inputs [all_inputs -no_clocks]
set_input_delay [expr $clk_period * $clk_io_pct] -clock clk0 $non_clock_inputs
set_output_delay [expr $clk_period * $clk_io_pct] -clock clk0 [all_outputs]
### /design/flow/config.mk
export PLATFORM = sky130hd
export DESIGN_NAME = CPU
export DESIGN_NICKNAME = CPU
export VERILOG_FILES = /design/flow/design.v
export SDC_FILE = /design/flow/constraint.sdc
export NUM_CORES = 4
export LEC_CHECK = 1
export CORE_UTILIZATION = 50
### /design/flow/design.v
`timescale 1ns / 1ps
module ALU(
	input [7:0] op1,
	input [7:0] op2,
	input [2:0] func,
	output reg [7:0] result,
	output reg zero,
	output reg sign,
	output reg ovf
	);
	parameter ADD = 3'd1;
	parameter SUB = 3'd2;
	parameter AND = 3'd3;
	parameter OR = 3'd4;
	parameter XOR = 3'd5;
	always @ (op1 or op2 or func or result)
	begin
		case(func)
			ADD: result = op1 + op2;
			SUB: result = op1 - op2;
			AND: result = op1 & op2;
			OR: result = op1 | op2;
			XOR: result = op1 ^ op2;
			default: result = 8'h0;
		endcase
		zero = !(|result);
		sign = result >> 7;
		if(func == ADD)
			ovf = (op1 >= 0 && op2 >= 0 && result < 0) || (op1 < 0 && op2 < 0 && result >= 0);
		else if(func == SUB)
			ovf = (op1 >= 0 && op2 < 0 && result < 0) || (op1 < 0 && op2 >= 0 && result >= 0);
		else
			ovf = 0;
	end
endmodule
`timescale 1ns / 1ps
module CPU(
    input clk,
	 output wire stopped
    );
reg [7:0] PC = 0;
reg pc_enabled = 1;
assign stopped = !pc_enabled;
wire [15:0] instr;
wire [7:0] read_data1;
wire [7:0] read_data2;
wire [7:0] write_data;
wire [7:0] op2;
wire [7:0] result;
wire zero;
wire sign;
wire ovf;
wire [7:0] dm_read_data;
wire reg_write;
wire is_move;
wire is_mem_access;
wire is_li;
wire is_imm;
wire [2:0] alu_func;
wire flags_write;
wire dm_write;
wire is_jz;
wire is_jnz;
wire is_jl;
wire is_jg;
wire is_jump;
wire is_stop;
wire zf;
wire sf;
wire of;
InstructionMemory IM(PC, instr);
ControlUnit CU(instr[15:11], reg_write, is_move, is_mem_access, is_li, is_imm, alu_func, flags_write, dm_write, is_jz, is_jnz, is_jl, is_jg, is_jump, is_stop);
RegisterFile RF(clk, reg_write, instr[10:9], instr[8:7], instr[10:9], write_data, read_data1, read_data2);
ALU ALU(read_data1, op2, alu_func, result, zero, sign, ovf);
DataMemory DM(clk, dm_write, read_data2[3:0], read_data1, dm_read_data);
Flags flags(flags_write, zero, sign, ovf, zf, sf, of);
assign write_data = is_mem_access ? dm_read_data : (is_move ? read_data2 : (is_li ? instr[8:1] : result));
assign op2 = is_imm ? instr[8:1] : read_data2;
wire jz_and = zf & is_jz;
wire jnz_and = ~zf & is_jnz;
wire jl_and = (sf ^ of) & is_jl;
wire jg_and = ~(sf ^ of) & ~zf & is_jg;
wire flags_result = jz_and | jnz_and | jl_and | jg_and | is_jump;
always @ (posedge clk)
begin
		if(is_stop)
			pc_enabled <= 0;
		if(pc_enabled)
			PC <= flags_result ? instr[10:3] : (PC + 1);
end
endmodule
`timescale 1ns / 1ps
module ControlUnit(
	input [4:0] opcode,
	output reg reg_write,
	output reg is_move,
	output reg is_mem_access,
	output reg is_li,
	output reg is_imm,
	output reg [2:0] alu_func,
	output reg flags_write,
	output reg dm_write,
	output reg is_jz,
	output reg is_jnz,
	output reg is_jl,
	output reg is_jg,
	output reg is_jump,
	output reg is_stop
	);
	parameter
		NOP = 5'd0,
		ADD = 5'd1,
		SUB = 5'd2,
		OR = 5'd3,
		AND = 5'd4,
		XOR = 5'd5,
		MOV = 5'd6,
		LW = 5'd7,
		SW = 5'd8,
		LI = 5'd9,
		ADDI = 5'd10,
		SUBI = 5'd11,
		CMP = 5'd12,
		JZ = 5'd13,
		JNZ = 5'd14,
		JG = 5'd15,
		JL = 5'd16,
		JUMP = 5'd17,
		STOP = 5'h1f;
	always @ (opcode)
	begin
	  reg_write = 0;
	  is_move = 0;
	  is_mem_access = 0;
	  is_li = 0;
	  is_imm = 0;
	  alu_func = 3'd0;
	  flags_write = 0;
	  dm_write = 0;
	  is_jz = 0;
	  is_jnz = 0;
	  is_jl = 0;
	  is_jg = 0;
	  is_jump = 0;
	  is_stop = 0;
	  case(opcode)
		 ADD:
		 begin
			reg_write = 1;
			flags_write = 1;
			alu_func = 3'd1;
		 end
		 SUB:
		 begin
			reg_write = 1;
			flags_write = 1;
			alu_func = 3'd2;
		 end
		 OR:
		 begin
			reg_write = 1;
			flags_write = 1;
			alu_func = 3'd4;
		 end
		 AND:
		 begin
			reg_write = 1;
			flags_write = 1;
			alu_func = 3'd3;
		 end
		 XOR:
		 begin
			reg_write = 1;
			flags_write = 1;
			alu_func = 3'd5;
		 end
		 MOV:
		 begin
			reg_write = 1;
			is_move = 1;
		 end
		 LW:
		 begin
			reg_write = 1;
			is_mem_access = 1;
		 end
		 SW:
			dm_write = 1;
		 LI:
		 begin
			reg_write = 1;
			is_li = 1;
		 end
		 ADDI:
		 begin
			reg_write = 1;
			is_imm = 1;
			flags_write = 1;
			alu_func = 3'd1;
		 end
		 SUBI:
		 begin
			reg_write = 1;
			is_imm = 1;
			flags_write = 1;
			alu_func = 3'd2;
		 end
		 CMP:
		 begin
			flags_write = 1;
			alu_func = 3'd2;
		 end
		 JZ:
			is_jz = 1;
		 JNZ:
			is_jnz = 1;
		 JG:
			is_jg = 1;
		 JL:
			is_jl = 1;
		 JUMP:
			is_jump = 1;
		 STOP:
			is_stop = 1;
	  endcase
	  end
endmodule
`timescale 1ns / 1ps
module DataMemory(
	input clk,
	input dm_write,
	input [3:0] address,
	input [7:0] write_data,
	output [7:0] read_data
	);
	reg [7:0] return_data;
	reg [7:0] memory [0:15];
	assign read_data = return_data;
	always @ (posedge clk)
	if (dm_write)
		memory[address] <= write_data;
	else
		return_data <= memory[address];
endmodule
`timescale 1ns / 1ps
module Flags(
    input flags_write,
	 input zero,
	 input sign,
	 input ovf,
	 output zf,
	 output sf,
	 output of
    );
	 reg [2:0] flags;
	 assign zf = flags[0];
	 assign sf = flags[1];
	 assign of = flags[2];
	 always @ (flags_write or zero or sign or ovf)
	 begin
		flags = flags;
		if(flags_write)
		begin
			flags[0] = zero;
			flags[1] = sign;
			flags[2] = ovf;
		end
	end
endmodule
module InstructionMemory(
    input [7:0] address,
    output reg [15:0] data
);
    always @ (address)
    begin
        case (address)
            8'h00: data = 16'h4A0A;
            8'h01: data = 16'h4E02;
            8'h02: data = 16'h4800;
            8'h03: data = 16'h6200;
            8'h04: data = 16'h68A8;
            8'h05: data = 16'h4802;
            8'h06: data = 16'h6200;
            8'h07: data = 16'h68A8;
            8'h08: data = 16'h4800;
            8'h09: data = 16'h4C00;
            8'h0A: data = 16'h4200;
            8'h0B: data = 16'h6200;
            8'h0C: data = 16'h7090;
            8'h0D: data = 16'h3700;
            8'h0E: data = 16'h4800;
            8'h0F: data = 16'h3A00;
            8'h10: data = 16'h5A02;
            8'h11: data = 16'h8810;
            8'h12: data = 16'h0D80;
            8'h13: data = 16'h5A02;
            8'h14: data = 16'h8858;
            8'h15: data = 16'hf800;
            default: data = 16'h0000;
        endcase
    end
endmodule
`timescale 1ns / 1ps
module RegisterFile(
	input clk,
	input reg_write,
	input [1:0] read_addr1,
	input [1:0] read_addr2,
	input [1:0] write_addr,
	input [7:0] write_data,
	output [7:0] read_data1,
	output [7:0] read_data2
	);
	reg [7:0] registers [0:3];
	assign read_data1 = registers[read_addr1];
	assign read_data2 = registers[read_addr2];
	always @ (posedge clk)
	begin
		if(reg_write)
			registers[write_addr] <= write_data;
	end
endmodule
==> changes_impl.md <==
### Changed

* Wire length per cell at 20.8 µm
* Tightest Pin Transition at 0.938 ns
* Layout cells sized above 1 at 11.2%
* Bufs on Longest Clock Path at 2
* Ant. Diodes at 0
* Row cnt at 49
* Number of unconstrained endpoints at 2
* Register pins left without a clock at 2
* # setup viols final at 0
* PwrDens at 122 nW/µm²
* Number of distinct library cells after synthesis at 76
* Initial DRC Count at 476
* Late-Pin Clk Latency at 0.43 ns
* Setup tns final at 0 ns
* Hold_ws at 0.648 ns
* Share of flip-flops with an asynchronous set or reset at 0%
* Syn_area_per_cell at 11.3 µm²
* Die Y at 140 µm
* Layout area overhead at 9.53%
* GRT met3 Usage at 10.1%
* Clk_skew at 0.0131 ns
* Drt via density at 6.23
* Final min period at 6.03 ns
* DP HPWL at 14700 µm
* Max-area cell share at 56.1%
* Worst vdd ir at 100 µV
* Status: finished, final reports clean
* Final Hold Viols at 0
* Max FO, Critical Path at 68
* Hold buffer count at CTS at 0
* Clock-pin slew on the worst setup and hold paths at 0.08 ns
* Yosys Chip Area at 9480 µm²
* DRC at 0
* Die Size at 19500 µm²
* Initial antenna violation count at 0
* Required time of the critical path at 11.62 ns
* Part of the cycle the worst path needs at 52.4%
* Yosys synthesis warning count at 7
* Via count at 6658
* Met1 usage at 42.6%
* Initial Util at 51.9%
* Final WL at 22200 µm
* Clock root buffer: clkbuf_16
* Post-CTS Setup Inserts at 0
* Post-synthesis cell area at 9480 µm²
* Registers, synthesis at 179
* Die width at 140 µm
* TritonCTS clock tree: built
* Routability cong. at 0.940
* Crit. End Element: flip-flop
* Largest net degree at the start of global routing at 70
* Gr busiest metal: met1
* Yosys cell count at 837
* Top cells by count, synth: 177 x edfxtp_1, 112 x nand2_1, 54 x nor2_1
* Crit Path Category: flip-flop to flip-flop
* Gr ovfl total at 0
* TritonRoute pass-1 iters at 5
* Count of tool warnings at 40
* RSZ-0062 raised after global routing: no
* Met2 Usage GRT at 35.8%
* Synthesized instance count at 837
* Worst hold path type: flip-flop to flip-flop
* Slew HR at 37.0%
* Post-route ant nets at 0
* Post-CTS Resized at 0
* Slew Viols, Final at 0
* Cell type with the largest total area: edfxtp_1
* Main area contributors: edfxtp_1 56%, nand2_1 4.4%, ha_1 4.2%
* Core ar. at 18300 µm²
* First-pass GRT wire length at 35300 µm
* EDFF count, synth at 177
* CTS H-tree depth at 4
* Num CTS Buffers at 17
* Crit start category: flip-flop
* I/O Pins at 2
* GRT Util Overall at 25.7%
* Number of global-route vias before repair at 6491
* Port-buffer cells at 1
* Max-cap viol count at 0
* Leak at 3.58 nW
* Commonest flop: edfxtp_1
* F_max at 0.166 GHz
* CP arrival at 6.15 ns
* Count leader, synth: edfxtp_1
-- area by class of cell --
| class | instances | area [µm²] |
|---|---|---|
| sequential | 179 | 5350 |
| clock buffer | 17 | 425 |
| multi-input combinational | 577 | 3870 |
| fill | 1471 | 7890 |
| tap | 229 | 287 |
| timing repair buffer | 22 | 168 |
| clock inverter | 15 | 171 |
| inverter | 30 | 113 |
-- critical path: stages (launching register included) --
cell,delay (ns)
edfxtp_1,0.56
inv_1,0.11
ha_1,0.48
nand2b_2,0.15
a31oi_4,0.38
mux2_2,0.42
a221oi_4,0.23
buf_4,0.61
a21oi_1,0.23
inv_1,0.13
ha_1,0.20
nor2_1,0.07
xnor2_1,0.25
ha_1,0.30
a21oi_1,0.18
a21boi_0,0.14
o21a_1,0.20
nor4_1,0.17
nor3_1,0.11
xnor2_1,0.14
xnor2_1,0.23
xnor2_2,0.16
o211ai_1,0.17
-- power breakdown --
group | internal (mW) | switching, mW | total (mW)
Clock | 0.309 | 0.262 | 0.571
Sequential | 0.698 | 0.000000000764 | 0.698
Combinational | 0.00000000447 | 0.0000373 | 0.0000390
-- metrics by stage --
stage          cell area (µm²)  total power [mW]  setup WS (ns)  utilization [%]  cells
6_report                 10400              1.27           5.47             56.8   1069
5_1_grt                  10400              1.31           5.00             56.8   1069
4_1_cts                  10400              1.28           5.52             56.8   1069
3_5_place_dp              9790             0.712           5.57             53.6   1037
3_3_place_gp              9790             0.712           5.71             53.6   1037
2_1_floorplan             9480             0.712           6.18                -    837
-- path summary, 6_finish.rpt --
check | from | endpoint | slack [ns] | cells after the start
max reg2reg | PC[1] | RF.registers[1][7] | 5.47 | 22
min | PC[7] | PC[7] | 0.65 | 2
min reg2reg | PC[7] | PC[7] | 0.65 | 2
max | PC[1] | RF.registers[1][7] | 5.47 | 22
-- sequential cells by signal, summed over array words and instances, names as in the netlist --
register,cells
DM.memory,128
RF.registers,32
DM.return_data,8
PC,8
flags.flags,2
pc_enabled,1
-- kinds of logic (layout without fill, tap and decap cells) --
logic type	Yosys count	count (layout)	synth area share, %
flops	177	177	56.1
simple gates	284	284	14.7
other cells	1	1	0.0396
latches	2	2	0.317
mux	37	37	3.97
xor+xnor	16	16	1.56
fa+ha+maj	33	33	4.44
buf+inv	81	84	3.46
compound gates	206	206	15.4
-- cells in the final DEF (no fill, tap or decap), types with 8 or more instances in the layout --
cell type  synthesis  routed
o21ai_0           19      19
ha_1              32      32
edfxtp_1         177     177
nor3_1            15      15
and2_0            12      12
clkbuf_16          0      17
mux2i_1           32      25
a211oi_1          45      43
nand3_1           10      10
nand2_1          112     112
a21oi_1           43      43
nor4_1             9       9
nor2_1            54      54
xnor2_1           13      13
a311oi_1          16      16
and2_1            22      22
a31oi_1           21      21
inv_1             28      28
buf_4              0      21
nand2b_1           8       8
-- layer usage --
metal  up-vias  wire length [µm]
li1       3150                 -
met1      3197              9690
met2       281              9960
met3        28              2220
met4         2               308
met5         -                64
No activity file was given, so power comes from the tool's default toggle rates.
