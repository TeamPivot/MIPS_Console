==> design/flow/design.v <==
`timescale 1ns / 1ps
module VGA(
    input clk,
	 input [2:0] pixel_data,
    output reg hsync, vsync,
    output reg [2:0] pixel,
	 output reg [7:0] row,
	 output reg [7:0] column
    );
reg [9:0] hcount, vcount;
always @ (posedge clk)
begin
	if(hcount == 799)
	begin
		hcount <= 0;
		if(vcount == 524)
			vcount <= 0;
		else
			vcount <= vcount + 1;
	end
	else
		hcount <= hcount + 1;
	if(vcount >= 490 && vcount < 492)
		vsync <= 0;
	else
		vsync <= 1;
	if(hcount >= 656 && hcount < 752)
		hsync <= 0;
	else
		hsync <= 1;
	if(hcount < 640 && vcount < 480)
	begin
		if(hcount >= 240 && hcount < (240 + 160) &&
			vcount >= 168 && vcount < (168 + 144) )
			begin
				pixel <= pixel_data;
				column <= column + 1;
			end
		else
		begin
			pixel <= 3'b111;
			if(column >= 160)
			begin
				row <= row + 1;
				column <= 0;
			end
			if(row >= 144)
				row <= 0;
		end
	end
	else
		pixel <= 3'b000;
end
initial
begin
	hcount = 0;
	vcount = 0;
end
endmodule
==> design/flow/run.sh <==
#!/bin/bash
# OpenROAD 26Q1-2900-gdf79404cd8, Yosys 0.63+post, stock flow scripts
make -C /OpenROAD-flow-scripts/flow DESIGN_CONFIG=/design/flow/config.mk WORK_HOME=/design/flow/orfs finish
==> design/flow/config.mk <==
export PLATFORM = sky130hd
export DESIGN_NAME = VGA
export DESIGN_NICKNAME = VGA
export VERILOG_FILES = /design/flow/design.v
export SDC_FILE = /design/flow/constraint.sdc
export NUM_CORES = 4
export LEC_CHECK = 1
export CORE_UTILIZATION = 30
==> design/flow/constraint.sdc <==
current_design VGA

set clk_period 3.5
set clk_io_pct 0.2

create_clock -name clk0 -period $clk_period [get_ports {clk}]

set non_clock_inputs [all_inputs -no_clocks]
set_input_delay [expr $clk_period * $clk_io_pct] -clock clk0 $non_clock_inputs
set_output_delay [expr $clk_period * $clk_io_pct] -clock clk0 [all_outputs]
==> results_dict.tcl <==
# implementation run metrics
set metrics [dict create \
    gp_congestion 0.818 \
    wire_per_inst_um 11.8 \
    yosys_cells 189 \
    period_minus_slack_ns 1.99 \
    p_per_area_nw_per_um2 383 \
    required_ns 2.80 \
    crit_buf_inv 1 \
    hold_ws_ns 0.475 \
    cts_hold_buf 0 \
    leakage_nw 0.991 \
    core_um2 6460 \
    clock.fmax_mhz 503 \
    critPathCaptureType "output port" \
    ir_drop_uv 142 \
    insertedDiodeCount 0 \
    dieArea_um2 7140 \
    antenna_found_initial 0 \
    viasPerCell 4.82 \
    crit_fanout 7 \
    cts_tree "yes" \
    ant_nets 0 \
    compound_area_frac 0.0497 \
    grt_max_degree 16 \
    first_pass_iters 24 \
    synth_seq_share 0.530 \
    tightest_slew_ns 0.455 \
    cts_sinks 41 \
    first_global_vias 1348 \
    routed-via-count 1418 \
    cts_setup_buffers 0 \
    most_common_cell "nor2_1" \
    ys_sh_mux 0 \
    clock_path_buffers 2 \
    clock_latency_ns 0.29 \
    path_class "register to output port" \
    worst_slack_ns 1.51 \
    netlist_area_um2 2040 \
    status "completed" \
    maxSlewViolCount 0 \
    gr-total-overflow 0 \
    grt_usage 0.108 \
    rsz0062_at_grt "false" \
    drive_above_1_share 0.0783 \
    edf_count 26 \
    post-route-period-util 0.569 \
    synth_flops 41 \
    hold_viol_final 0 \
    hp-class "register to register" \
    synthArstFlopShare 0 \
    ctsResizeCount 0 \
    ff_type "edfxtp_1" \
    fin_worst_skew_ns 0.00930 \
    top_area_cell "edfxtp_1" \
    post-place-ws_ns 1.58 \
    crit_path_cell_trace "clkdlybuf4s50_1" \
    ys_area_um2 2040 \
    top_area_frac 0.383 \
    grt_first_pass_wirelength_um 6070 \
    finalSetupTns_ns 0 \
    max-slew-margin-rel 0.694 \
    die_w_um 84.5 \
    warnings 33 \
    setup_viol 0 \
    topCellsByArea "edfxtp_1 38%, dfxtp_1 15%, xor2_1 6.9%, ha_1 5.5%, nor2_1 5.0%" \
    start_kind "register" \
    numCtsBuffers 5 \
    netlist_top_cells_count "27 x nor2_1, 26 x edfxtp_1, 16 x xor2_1, 15 x dfxtp_1, 14 x nand3_1" \
    ys_warn_count 1 \
    ys_sh_simple 0.215 \
    cp_slowest_cell "clkdlybuf4s50_1" \
    xor_share 0.112 \
    clk_pin_slew_ns 0.07 \
    synth.logic.top_family "simple AND/OR/NAND/NOR gates" \
    ys_types 33 \
    finalWirelength_um 3460 \
    drt-initial-drc-count 53 \
    die_h_um 84.5 \
    initCoreUtil 0.316 \
    area_growth_pct 22.3 \
    cp_data_arrival_time_ns 1.29 \
    portBuffers 24 \
    route.detailed.drc 0 \
    ioPinCount 25 \
    yosys.area_share.adder 0.0552 \
    slowest_delay_ns 0.51 \
    maxCapViolations 0 \
    dp_hpwl_um 2350 \
    syn_inst 189 \
    htree_levels 2 \
    rows 29 \
    post-route-util 0.386 \
    postSynthAreaPerCell_um2 10.8 \
    critPathTopFamily "buffers and inverters" \
    root_buffer "clkbuf_8" \
]
cell families after synthesis:
| logic type | after synthesis |
|---|---|
| flops | 41 |
| xor+xnor | 26 |
| buf+inv | 17 |
| fa+ha+maj | 9 |
| compound gates | 15 |
| simple gates | 81 |
sequential cells by signal (all words and copies together) (netlist names):
signal / flops
hcount: 10
vcount: 10
column: 8
row: 8
pixel: 3
hsync: 1
vsync: 1
power breakdown:
part           switching (mW)  total, mW  internal, mW
clock                   0.161      0.444         0.283
combinational         0.00103    0.00397       0.00295
sequential                  0      0.507         0.507
total                   0.162      0.956         0.793
final timing paths:
kind / start / to / slack (ns) / depth (start not counted)
min: hcount[7] / hsync / 0.47 / 1
min reg2reg: hcount[7] / hsync / 0.47 / 1
max: column[0] / column[0] / 1.51 / 1
max reg2reg: hcount[6] / row[7] / 1.60 / 4
stage by stage:
stage                     cell area (µm²)  power (mW)  instances
after global routing                 2490       0.989        294
after detailed placement             2360       0.522        286
after CTS                            2490       0.966        294
after floorplan                      2040       0.518        189
after global placement               2360       0.522        286
final                                2490       0.956        294
placed cells by master, fill, tap and decap left out, drive strengths merged, types with 7 or more instances in the layout:
master         Yosys  final
edfxtp            26     26
xor2              16     16
clkdlybuf4s50      0     24
and3               7      7
ha                 9      9
dfxtp             15     15
nor2              27     27
xnor2             10     10
nand3             14     14
inv               11     11
per-layer routing:
metal,part of all wire,routed length [µm],GRT usage
met2,0.41,1410,0.159
met3,0.091,314,0.0428
met5,0,0,0
met1,0.49,1700,0.163
met4,0.013,45,0.0139
cell type report:
class                   instances  area [µm²]
repair buffers                 26         255
flip-flops and latches         41        1080
fillers                       617        3960
multi-input cells             131         887
well taps                      77        96.3
clock buffers                   5        68.8
clock inverters                 3        65.1
inverters                      11        41.3
Power is estimated from default activity; no workload was simulated.
